==> ./design.v <==
module vending(clock_in, clk, y, sel_10, sel_15, sel_20, tin_05, tin_10, tin_20, out, cash_return, cash_reserve);
input clock_in;  
input sel_10, sel_15, sel_20;        
input tin_05, tin_10, tin_20;        
output reg clk;  
reg[27:0] counter=28'd0;
parameter DIVISOR = 28'd100000000;  
always @(posedge clock_in)
begin
 counter <= counter + 28'd1;
 if(counter>=(DIVISOR-1))
	counter <= 28'd0;
 clk <= (counter<DIVISOR/2)?1'b1:1'b0;
end
output reg [2:0] y;
output out;
output [13:0]cash_reserve, cash_return;
wire [1:0] w; 
reg [2:0] Yn;
parameter [2:0] zero_0 = 3'b000, 
                five_0 = 3'b001, 
                ten_0 = 3'b010, 
                fifteen_0 = 3'b011, 
                zero_1 = 3'b100, 
                five_1 = 3'b101, 
                ten_1 = 3'b110, 
                fifteen_1 = 3'b111;
parameter [6:0] zero = 7'b0000001,
                one = 7'b1001111,
                two = 7'b0010010,
                three = 7'b0000110,
                four = 7'b1001100,
                five = 7'b0100100,
                six = 7'b0100000,
                seven = 7'b0001111,
                eight = 7'b0000000,
                nine = 7'b0000100;
assign w[1] = ~tin_10;
assign w[0] = ~tin_05;
always @(w,y, sel_10, sel_15, sel_20)
begin
    if(sel_20)
    begin
        case(y)
        zero_0: 
            if(w==2'b00)   Yn = zero_0;             
            else if (w==2'b01) Yn = five_0;          
            else if (w==2'b10)  Yn = ten_0;        
            else    Yn = zero_1;                   
        five_0:
            if(w==2'b00)   Yn = five_0;             
            else if (w==2'b01) Yn = ten_0;          
            else if (w==2'b10)  Yn = fifteen_0;        
            else    Yn = five_1;                   
        ten_0: 
            if(w==2'b00)   Yn = ten_0;             
            else if (w==2'b01) Yn = fifteen_0;          
            else if (w==2'b10)  Yn = zero_1;        
            else    Yn = ten_1;                   
        fifteen_0:
            if(w==2'b00)   Yn = fifteen_0;             
            else if (w==2'b01) Yn = zero_1;          
            else if (w==2'b10)  Yn = five_1;        
            else    Yn = fifteen_1;                   
        default: Yn = zero_0;
        endcase
    end
    else if (sel_15)
    begin
        case (y)
        zero_0: 
            if(w==2'b00)   Yn = zero_0;             
            else if (w==2'b01) Yn = five_0;          
            else if (w==2'b10)  Yn = ten_0;        
            else    Yn = five_1;                   
        five_0:
            if(w==2'b00)   Yn = five_0;             
            else if (w==2'b01) Yn = ten_0;          
            else if (w==2'b10)  Yn = zero_1;        
            else    Yn = ten_1;                   
        ten_0: 
            if(w==2'b00)   Yn = ten_0;             
            else if (w==2'b01) Yn = zero_1;          
            else if (w==2'b10)  Yn = five_1;        
            else    Yn = fifteen_1;                   
        default: Yn = zero_0;
        endcase
    end
    else if (sel_10)
    begin
        case (y)
        zero_0: 
            if(w==2'b00)   Yn = zero_0;             
            else if (w==2'b01) Yn = five_0;          
            else if (w==2'b10)  Yn = zero_1;        
            else    Yn = ten_1;                   
        five_0:
            if(w==2'b00)   Yn = five_0;             
            else if (w==2'b01) Yn = zero_1;          
            else if (w==2'b10)  Yn = five_1;        
            else    Yn = fifteen_1;                   
        default: Yn = zero_0; 
        endcase
    end
    else
    Yn = zero_0;
end
always @(posedge clk) 
        y <= Yn;
assign out = ~ y[2];
assign cash_reserve[13:7] = (y[1]? one:zero);
assign cash_reserve[6:0] = (y[0]? five:zero);
endmodule
==> ./run.sh <==
#!/bin/bash
# OpenROAD 26Q1-2900-gdf79404cd8, Yosys 0.63+post, stock flow scripts
make -C /OpenROAD-flow-scripts/flow DESIGN_CONFIG=/design/flow/config.mk WORK_HOME=/design/flow/orfs finish
==> ./config.mk <==
export PLATFORM = sky130hd
export DESIGN_NAME = vending
export DESIGN_NICKNAME = vending
export VERILOG_FILES = /design/flow/design.v
export SDC_FILE = /design/flow/constraint.sdc
export NUM_CORES = 4
export LEC_CHECK = 1
export CORE_AREA = 10 10 101 101
export DIE_AREA = 0 0 111 111
==> ./constraint.sdc <==
current_design vending

set clk_period 5.8
set clk_io_pct 0.2

create_clock -name clk0 -period $clk_period [get_ports {clock_in}]

set non_clock_inputs [all_inputs -no_clocks]
set_input_delay [expr $clk_period * $clk_io_pct] -clock clk0 $non_clock_inputs
set_output_delay [expr $clk_period * $clk_io_pct] -clock clk0 [all_outputs]
==> Changelog: implementation <==
### Physical design

- Cts hold-fix bufs: 0
- Worst hold path type: flip-flop to flip-flop
- DRT antenna net count: 0
- Worst EP required: 4.64 ns
- Top cells excl fill/tap: 32 x dfxtp_1, 22 x conb_1, 20 x a21oi_1, 20 x nor2_1, 17 x clkdlybuf4s50_1
- FF-to-FF Start: counter[0]$_SDFF_PP0_
- Basic Gates by Area: 25.33%
- Die width: 111 microns
- Yosys stat chip area: 1907 sq um
- Area of the die: 12,320 sq um
- FP Core Util: 23.44%
- Main flop type: dfxtp_1
- WP buf/inv: 1
- Area grow syn2layout: 11.55%
- Cell chosen for the clock root: clkbuf_8
- Via/cell ratio: 4.387
- Worst r2r dst: counter[26]$_SDFF_PP0_
- I/O Pins: 40
- Worst setup EP type: output pin
- Largest net degree at the start of global routing: 28
- WP depth: 1
- FP Rows: 33
- Max clock buf depth: 2
- Clk Latency, worst-skew pair: 0.27 ns
- CTS resizes: 0
- Crit path max-delay cell type: clkdlybuf4s50_1
- Final setup viols: 0
- Status: finished, final reports clean
- Endpoints left unconstrained: 14
- Registers, synthesis: 32
- Syn_area_per_cell: 8.219 sq um
- Crit path time final: 2.288 ns
- Slowest stage delay, CP: 0.49 ns
- Worst Tran Pin Value: 0.8423 ns
- Share of cells above drive strength 1: 4.098%
- PwrDens: 206.9 nW/um^2
- CP Max Fanout: 4
- Top cells, area: dfxtp_1 34%, buf_4 11%, a21oi_1 5.2%
- Slew margin rel.: 43.85%
- Unrepaired setup endpoints after global routing: false
- Final hold vios: 0
- MUX area fraction: 0%
- HPWL Detailed: 2628 microns
- Worst EP arrival: 1.13 ns
- DRT iter0 DRCs: 111
- Adder share: 5.249%
- Cts bufs inserted: 5
- Crit-path cells: clkdlybuf4s50_1
- Buffers on Ports: 17
- Count of unclocked register or latch pins: 3
- XORs/XNORs by Area: 5.512%
- Final slew viol count: 0
- Hold WS: 0.4620 ns
- Routed wire per std cell: 10.40 microns
- Setup TNS: 0 ns
- Clock power share: 34.6%
- Ys async rst share: 0%
- Share of the synthesized area in the top cell type: 33.60%
- Log Warnings: 32
- Fillers: 864
- Main logic family: simple AND/OR/NAND/NOR gates
- Max Cap Viol: 0
- Reg power frac: 53.3%
- First-pass GRT wire length: 6348 microns
- Syn Inst Count: 232
- Worst reg-to-reg path cell count: 5
- Setup Crit Path Kind: flip-flop to output pin
- Critical path's top delay family: buffers and inverters
- Total grt overflow: 0
- Residual DRC: 0
- Peak supply drop: 0.1874 mV
- Cell Area, Synth: 1907 sq um
- Yosys aoi share: 15.35%
- Crit path from: clk$_DFF_P_
- Post-synth top area cell: dfxtp_1
- Fmax achieved: 437.1 MHz
- Startpoint types: flip-flop
- Storage cell area: 640.6 sq um
- Comb power frac: 12.1%
- RD Place Congestion: 0.8381
- H-tree depth: 2
- First drt pass iteration count: 4
- Yosys stat cell total: 232
- Top logic cell by instance count in the layout: dfxtp_1
- Synth warnings: 15
- DR vias: 1,531
- Number of enable flip-flop cells: 0
- Die Ht: 111 microns
- Number of global-route vias before repair: 1,369
- CTS tree: built
- Skew final: 0.002397 ns
- Cell Type Count: 41
- Clock transition at the registers of the reported paths: 0.06 ns
- Antenna Cells: 0
- Cell leakage power: 0.7491 nW
- Setup crit end: clk
- Post CTS Setup Buffer Count: 0
- WL final: 3628 microns
- P_int: 0.0003299 W
- Total track usage: 5.689%
- MI comb area: 1064 sq um
- Register-to-register setup slack: 3.71 ns
- NetSw: 0.0001101 W
- Area of the core: 8134 sq um
- Seq/Total Area, Yosys: 33.60%
- Switching Share: 25.03%
- Final period util: 39.45%
- Initial antenna violation count: 0
## cells by family after synthesis
logic type	Yosys count
AOI/OAI and AO/OA	48
xor gates and xnor gates	12
adders and majority gates	8
buffers and inverters	44
DFF	32
other	2
and+or+nand+nor	86
## stage by stage
step           total power, W  util [%]  instance area, sq um  instances  setup slack [ns]
6_report            0.0004401     26.15                  2127        349             3.512
3_5_place_dp        0.0002925     25.17                  2047        341             3.718
2_1_floorplan       0.0002844         -                  1982        252             3.928
4_1_cts             0.0004480     26.15                  2127        349             3.490
3_3_place_gp        0.0002915     25.17                  2047        341             3.727
5_1_grt             0.0004711     26.15                  2127        349             3.435
## cell usage after synthesis (all sizes together), types with 5 or more instances
cell   instances
a21oi         20
buf           31
dfxtp         32
ha             8
inv           11
nand2         11
nand3          9
nand4          6
nor2          20
nor3           6
o21ai         11
o31ai          5
or3            9
or4            7
xnor2         10
## worst min path at each step
stage / from / end / slack, ns / cells after the start
6_report: counter[0]$_SDFF_PP0_ / counter[0]$_SDFF_PP0_ / 0.46 / 1
5_1_grt: counter[23]$_SDFF_PP0_ / counter[23]$_SDFF_PP0_ / 0.52 / 2
4_1_cts: counter[0]$_SDFF_PP0_ / counter[0]$_SDFF_PP0_ / 0.47 / 1
## layer usage
metal / share of wire [%] / global-route usage [%] / vias to the layer above
met4: 0 / 0.5208 / 0
met5: 0 / 0 / -
met1: 50 / 8.292 / 701
li1: - / - / 802
met3: 5.2 / 1.752 / 0
met2: 45 / 8.333 / 28
## power by group through the flow
stage     Combinational, W  Clock [W]  Sequential (W)
4_1_cts          0.0000542   0.000159        0.000235
5_1_grt          0.0000638   0.000169        0.000239
6_report         0.0000531   0.000152        0.000235
## flip-flops by register name, indices dropped and copies added, names as in the netlist
| name | cells |
|---|---|
| clk | 1 |
| y | 3 |
| counter | 28 |
## cell type report
class                      count  area share (%)
clock buffer                   8           3.765
inverter                      11           1.941
multi-input combinational    176           50.00
sequential                    32           30.12
timing repair buffer          17           8.000
tap                          105           6.176
Power and IR drop assume default switching activity.
